==> ./design.v <==
module lab2 (clk, go, pwm, posRed, pwm_check, left_check, right_check, active_check, go_check);
 input clk;
 input go;
 input posRed;
 output pwm;
 reg pwm;
 output pwm_check, left_check, right_check, active_check, go_check;
 reg left_check, right_check, pwm_check, active_check, go_check;
 parameter [16:0] PWM_length_left = 50000;
 parameter [16:0] PMW_length_mid = 65000;
 parameter [16:0] PWM_length_right = 100000;
 reg [20:0] counter = 0;
 reg [9:0] cycleCounter = 0;
 parameter [7:0] cycleAmount = 50;  
 reg [1:0] direction = 0;
 reg [4:0] go_count = 0;
 reg [1:0] active = 0;
	always @(posedge clk) begin
		if(go) begin
			active = 1;
			go_count = go_count +1;  
		end
		if(active == 1) begin
			counter = counter+1;  
			if(cycleCounter <= cycleAmount) begin
				case (direction)  
					0: begin
						left_check = 1;
						right_check = 0;
						if (counter <= PWM_length_left) pwm = 1;
						else pwm = 0;
					end
					1: begin
						left_check = 0;
						right_check = 1;
						if (counter <= PWM_length_right) pwm = 1;
						else pwm = 0;
					end
				endcase
			end
			if (counter > 999999) begin
				counter = 0;
				cycleCounter = cycleCounter+1;
				if (cycleCounter >= 100) begin  
					if (direction == 1) direction = 0;
					else direction = direction+1;
					cycleCounter = 0;
					active = 0;
				end
			end
			pwm_check <= pwm;
		end
		active_check <= active;
		go_check <= go;
	end
endmodule
==> ./run.sh <==
#!/bin/bash
# OpenROAD 26Q1-2900-gdf79404cd8, Yosys 0.63+post, stock flow scripts
make -C /OpenROAD-flow-scripts/flow DESIGN_CONFIG=/design/flow/config.mk WORK_HOME=/design/flow/orfs finish
==> ./config.mk <==
export PLATFORM = sky130hd
export DESIGN_NAME = lab2
export DESIGN_NICKNAME = lab2
export VERILOG_FILES = /design/flow/design.v
export SDC_FILE = /design/flow/constraint.sdc
export NUM_CORES = 4
export LEC_CHECK = 1
export CORE_UTILIZATION = 50
==> ./constraint.sdc <==
current_design lab2

set clk_period 5.9
set clk_io_pct 0.2

create_clock -name clk0 -period $clk_period [get_ports {clk}]

set non_clock_inputs [all_inputs -no_clocks]
set_input_delay [expr $clk_period * $clk_io_pct] -clock clk0 $non_clock_inputs
set_output_delay [expr $clk_period * $clk_io_pct] -clock clk0 [all_outputs]
==> impl_metrics.env <==
# yosys + openroad results
export IMPL_status="completed"
export IMPL_warnings=29
export IMPL_gr_total_overflow=0
export IMPL_drc=0
export IMPL_ant_nets=0
export IMPL_rsz0062_at_grt="false"
export IMPL_h_tree_depth=2
export IMPL_worstPathRequired_ns=5.88
export IMPL_finalHoldWorstSlack_ns=0.473
export IMPL_ys_warn_count=1
export IMPL_dp_final_hpwl_um=4000
export IMPL_power_density_nw_per_um2=292
export IMPL_post_cts_setup_buffer_count=0
export IMPL_drv_slew=0
export IMPL_crit_chain="ha_1, nand2_1, or4_4, nor3_2, nor2_1, o41a_1, a211oi_4, buf_4, and2_2"
export IMPL_grt_use_total_pct=21.5
export IMPL_fin_ws_ns=2.04
export IMPL_clock_root_buffer="clkbuf_8"
export IMPL_ys_flop_type="edfxtp_1"
export IMPL_first_pass_iters=4
export IMPL_vias=2143
export IMPL_core_area_um2=5200
export IMPL_cts_resized_gates=0
export IMPL_yosys_cells=284
export IMPL_maxCapViolations=0
export IMPL_fp_row_count=26
export IMPL_grt_pass1_wl_um=9470
export IMPL_cp_max_fo=11
export IMPL_synthMostInstantiatedCell="edfxtp_1"
export IMPL_netlist_cell_type_count=67
export IMPL_finalSetupViolCount=0
export IMPL_cts_tree="yes"
export IMPL_p_leak_uw=0.00100
export IMPL_top_cells_by_area="edfxtp_1 (39%), nor2_1 (4.6%), xnor2_1 (4.1%)"
export IMPL_wire_per_inst_um=15.4
export IMPL_syn2layout_area_growth_pct=7.19
export IMPL_post_route_util_pct=56.6
export IMPL_clkTransAtPathRegs_ns=0.08
export IMPL_ys_seq_share_pct=42.2
export IMPL_postPlaceCellArea_um2=2860
export IMPL_syn_inst=284
export IMPL_crit_type="reg -> reg"
export IMPL_top_area_cell="edfxtp_1"
export IMPL_common_cells="edfxtp_1 (36), nor2_1 (34), nand2_1 (18)"
export IMPL_async_reset_ff_share_pct=0
export IMPL_fmax_ghz=0.259
export IMPL_layout_min_cycle_time_ns=3.86
export IMPL_dp_slack_ns=2.04
export IMPL_port_buffers=7
export IMPL_vias_per_cell=5.95
export IMPL_die_h_um=76.1
export IMPL_synth_area_yosys_um2=2750
export IMPL_postSynthAreaPerCell_um2=9.68
export IMPL_die_width_um=76.1
export IMPL_end_kind="flip-flop"
export IMPL_fin_crit_sh_pct=65.4
export IMPL_drt_initial_drc_count=134
export IMPL_max_stage_delay_ns=0.61
export IMPL_holdCritPathClass="reg -> reg"
export IMPL_slew_headroom_pct=65.3
export IMPL_clockBufferDepth=2
export IMPL_pin_count=9
export IMPL_finalHoldViolCount=0
export IMPL_chip_area_um2=5800
export IMPL_critPathSlowestCell="or4_4"
export IMPL_insertion_delay_ns=0.29
export IMPL_finalSetupTns_ns=0
export IMPL_routed_wl_um=5560
export IMPL_hold_buffers=0
export IMPL_clock_sinks=40
export IMPL_synth_top_cell_area_share_pct=39.3
export IMPL_worstPathArrival_ns=3.84
export IMPL_finalClockSkew_ns=0.00744
export IMPL_ir_worst_vdd_mv=0.195
export IMPL_drive_gt1_share_pct=13.1
export IMPL_fp_util_pct=52.8
export IMPL_n_antenna_cell=0
export IMPL_cts_made_buffers=5
export IMPL_worstMarginPinSlew_ns=0.517
export IMPL_stdcell_area_um2=2950
export IMPL_synth_cell_area_um2=2750
export IMPL_edf_count=36
export IMPL_crit_path_start_kind="flip-flop"
export IMPL_grt_pass1_vias=1897
export IMPL_gp_congestion=0.909
export IMPL_grt_antenna_before_repair=0
export IMPL_grt_max_degree=24
export IMPL_ys_flops=40
-- path summary, 6_finish.rpt --
| path | slack [ns] | to | cells after the start | from |
|---|---|---|---|---|
| max | 2.04 | cycleCounter[5] | 9 | counter[0] |
| min | 0.47 | active[1] | 2 | active[1] |
| max reg2reg | 2.04 | cycleCounter[5] | 9 | counter[0] |
| min reg2reg | 0.47 | active[1] | 2 | active[1] |
-- worst max-delay path, delay by kind of cell, from the launching register on --
kind / cells / cell delay, ns
AND-OR/OR-AND: 2 / 0.81
adder cells (fa/ha/maj): 1 / 0.39
buffers and inverters: 1 / 0.29
flip-flops: 1 / 0.51
AND/OR/NAND/NOR: 5 / 1.54
-- stage by stage --
step	instances	power [uW]
floorplan	287	626
global placement	352	682
finish	360	860
global route	360	920
CTS	360	864
detailed placement	352	684
-- area by class of cell --
type	instances	area [um^2]
clock buffer	5	68.8
clock inverter	3	18.8
fill	479	2260
inverter	15	56.3
multi-input combinational	217	1460
sequential	40	1160
tap	70	87.6
timing repair buffer	10	92.6
-- flip-flops by register name, indices dropped and copies added (netlist names) --
register	count
cycleCounter	10
left_check	1
direction	2
active_check	1
pwm	1
counter	21
go_check	1
right_check	1
active	2
-- per-layer routing --
metal | GRT usage [%] | routed length, um
met4 | 1.92 | 61
met5 | 0 | 0
met1 | 40.6 | 2880
met3 | 2.31 | 262
met2 | 29.5 | 2350
-- layout by cell type (no fill, tap or decap), drive strengths merged, types with 5 or more instances in the layout --
cell and count:
a21oi 8, ha 6, xnor2 13, nand4 7
nand3 15, o21ai 6, nor4 9, nand2 18
xor2 7, and2 7, nor3 11, edfxtp 36
nor2 42, and3 7, inv 15, clkdlybuf4s50 7
clkbuf 5
-- cells by family (layout without fill, tap and decap cells) --
| logic type | after synthesis | count (layout) | synth area share, % |
|---|---|---|---|
| other | 1 | 4 | 0.136 |
| muxes | 2 | 2 | 0.728 |
| DFF | 40 | 40 | 42.2 |
| buffers and inverters | 30 | 33 | 5.01 |
| adders and majority gates | 6 | 6 | 2.73 |
| and+or+nand+nor | 135 | 135 | 28.9 |
| xor gates and xnor gates | 20 | 20 | 6.37 |
| AOI/OAI and AO/OA | 50 | 50 | 13.9 |
-- power by group --
group | leakage (uW) | internal [uW] | switching [uW] | total (uW)
registers | 0.000404 | 372 | 80.9 | 453
logic | 0.000558 | 94.5 | 134 | 228
clock network | 0.0000378 | 81.6 | 97.2 | 179
total | 0.00100 | 548 | 312 | 860
Power figures rest on the tool's default switching activity, not on a simulated workload.
